**/design/flow/design.v**
```verilog
module processor (
    input clk,
    output reg [15:0] curr_pc,
    input [31:0] instr,
    output [3:0] readreg0,
    input [31:0] in_reg0,
    output [3:0] readreg1,
    input [31:0] in_reg1,
    output reg_wen,
    output [3:0] reg_waddr,
    output [31:0] reg_wval,
    output [1:0] pred,
    input pred_val,
    output pred_wen,
    output [1:0] pred_waddr,
    output pred_wval,
    output [15:0] readmem0,
    input [31:0] in_mem0,
    output mem_wen,
    output [15:0] mem_waddr,
    output [31:0] mem_wval,
    output queue_wen,
    output [3:0] queue_number,
    output reg request_new_pc,
    input set_pc,
    input [15:0] new_pc
);
    reg [15:0] pc;
    initial begin
        pc = 0;
        request_new_pc = 1;
    end
    assign curr_pc = set_pc ? new_pc : pc;
    assign readreg0 = instr[23:20];
    assign readreg1 = instr[19:16];
    assign reg_waddr = instr[15:12];
    assign reg_wen = (instr[28:24] == 5'd12);  
    assign reg_wval = {{16{1'b0}}, instr[15:0]};
    assign pred = instr[31:30];
    assign pred_wen = 0;
    assign pred_waddr = 0;
    assign pred_wval = 0;
    assign readmem0 = pc;  
    assign mem_wen = 0;
    assign mem_waddr = 0;
    assign mem_wval = 0;
    assign queue_wen = (instr[28:24] == 5'd15);  
    assign queue_number = 4;  
    always @(posedge clk) begin
        if (set_pc && request_new_pc) begin
            pc <= new_pc;
            request_new_pc <= 0;
        end else if (instr[28:24] == 5'd16) begin  
            request_new_pc <= 1;
        end else if (pc < 8) begin
            pc <= pc + 1;
        end
    end
endmodule
```
**/design/flow/run.sh**
```bash
#!/bin/bash
# OpenROAD 26Q1-2900-gdf79404cd8, Yosys 0.63+post, stock flow scripts
make -C /OpenROAD-flow-scripts/flow DESIGN_CONFIG=/design/flow/config.mk WORK_HOME=/design/flow/orfs finish
```
**/design/flow/config.mk**
```make
export PLATFORM = sky130hd
export DESIGN_NAME = processor
export DESIGN_NICKNAME = processor
export VERILOG_FILES = /design/flow/design.v
export SDC_FILE = /design/flow/constraint.sdc
export NUM_CORES = 4
export LEC_CHECK = 1
export CORE_AREA = 10 10 117 117
export DIE_AREA = 0 0 127 127
export SYNTH_HDL_FRONTEND = slang
```
**/design/flow/constraint.sdc**
```tcl
current_design processor

set clk_period 3.6
set clk_io_pct 0.2

create_clock -name clk0 -period $clk_period [get_ports {clk}]

set non_clock_inputs [all_inputs -no_clocks]
set_input_delay [expr $clk_period * $clk_io_pct] -clock clk0 $non_clock_inputs
set_output_delay [expr $clk_period * $clk_io_pct] -clock clk0 [all_outputs]
```
==> results.json <==
{
  "status": "complete, no violations",
  "rows": 39,
  "top_cells_by_count": "buf_4 (103), nor2_1 (18), edfxtp_1 (16)",
  "viasPerCell": 3.53,
  "max_cap_viol_count": 0,
  "fin_cells": 399,
  "core_area_mm2": 0.0113,
  "final_util_pct": 20.4,
  "vias": 1410,
  "rsz0062_at_grt": "false",
  "cts.path.max_buffers": 2,
  "dr.pass1.iters": 4,
  "cp.arrival_ns": 2.25,
  "critical_path.top_delay_family": "buffers and inverters",
  "drt_iter0_drc": 59,
  "synth.largest_area_cell": "buf_4",
  "syn_area_per_cell_um2": 8.63,
  "clock.fmax_mhz": 337,
  "startpoint": "set_pc",
  "clock_skew_ns": 0.00165,
  "postCtsSetupBuffers": 0,
  "dpl_cell_area_mm2": 0.00223,
  "die_y_um": 127,
  "hold_buffers": 0,
  "max-vdd-ir-drop_v": 0.000193,
  "cts_root_buf": "clkbuf_16",
  "worstHoldStart": "request_new_pc",
  "ys_warn_count": 0,
  "cpMostUsedCell": "clkdlybuf4s50_1",
  "finalCriticalPeriod_ns": 2.97,
  "path_depth": 4,
  "dp_cells": 395,
  "crit_path_max_fanout": 20,
  "yosys.area_share.xor_xnor_pct": 5.71,
  "ys_seq_share_pct": 25.1,
  "track_usage_pct": 5.97,
  "ant_nets": 0,
  "max_slew_margin_pct": 48.9,
  "insertion_delay_ns": 0.24,
  "syn_inst": 231,
  "warnings": 123,
  "drive_gt1_share_pct": 10.2,
  "grt_pass1_wl_um": 7980,
  "cts_tree": "built",
  "fp_util_pct": 17.6,
  "finalCritPeriodShare_pct": 82.4,
  "finalSetupViolCount": 0,
  "ys_cells": 231,
  "syn_to_final_growth_pct": 15.7,
  "reg2regPathDepth": 4,
  "drv_slew": 0,
  "power_density_mw_per_mm2": 231,
  "area_leaders": "buf_4 (39%), edfxtp_1 (24%), mux2_2 (8.5%)",
  "antenna_found_initial": 0,
  "cts_made_buffers": 3,
  "path_cells": "clkdlybuf4s50_1, buf_4, mux2_2, clkdlybuf4s50_1",
  "ys_sh_mux_pct": 8.98,
  "wl_per_cell_um": 13.6,
  "cpPeakStageDelay_ns": 0.46,
  "ys_types": 28,
  "drc": 0,
  "synth_top_area_share_pct": 38.8,
  "p_leak_uw": 0.000883,
  "grt_pass1_vias": 1568,
  "synth_flops": 17,
  "grt-ovfl-total": 0,
  "final_area_mm2": 0.00231,
  "ios": 285,
  "endpoint_kind": "output port",
  "final-hold-violation-count": 0,
  "synth-async-reset-ratio_pct": 0,
  "totalWireLength_um": 5440,
  "crit_path_start_kind": "input port",
  "dp_hpwl_um": 4590,
  "hold_path_depth": 1,
  "setup_tns_ns": 0,
  "synth_area_mm2": 0.00199,
  "place_congestion": 0.784,
  "cpMaxStageDelayCell": "clkdlybuf4s50_1",
  "num_antenna_cells": 0,
  "clock_sink_count": 17,
  "crit_buf_inv": 3,
  "r2r_setup_slack_ns": 1.29,
  "htreeDepth": 1,
  "chipWidth_um": 127,
  "synth_adder_area_share_pct": 0.628,
  "ys_area_mm2": 0.00199,
  "die_area_mm2": 0.0161,
  "min-delay-path-class": "reg2reg",
  "worstSetupPathType": "in2out",
  "aoi_share_pct": 4.71,
  "worstMarginPinSlew_ns": 0.765,
  "top_cell": "buf_4",
  "ys_sh_simple_pct": 14.1,
  "logic_family": "buffers and inverters",
  "io_buffers": 57,
  "synth-edff-count": 16,
  "path_clk_slew_ns": 0.05,
  "crit-reg2reg-launch": "readmem0[6]",
  "synthFlopType": "edfxtp_1",
  "cp.required_ns": 2.88,
  "grt_max_degree": 32,
  "cts.repair.resized": 0
}
layout by cell type (no fill, tap or decap), drive strengths merged:
| cell type | Yosys | final |
|---|---|---|
| mux2i | 1 | 1 |
| clkbuf | 2 | 3 |
| nand3 | 7 | 7 |
| clkdlybuf4s50 | 0 | 57 |
| clkinv | 0 | 1 |
| nor4 | 7 | 7 |
| o31ai | 1 | 1 |
| nand4 | 4 | 4 |
| and3 | 2 | 2 |
| o21ai | 2 | 2 |
| nor3 | 4 | 4 |
| nor2 | 18 | 18 |
| conb | 2 | 73 |
| or4 | 2 | 2 |
| a21oi | 14 | 14 |
| dfxtp | 1 | 1 |
| a31oi | 1 | 1 |
| buf | 107 | 2 |
| xor2 | 3 | 3 |
| ha | 1 | 1 |
| edfxtp | 16 | 16 |
| xnor2 | 10 | 10 |
| mux2 | 15 | 15 |
| nand2 | 9 | 9 |
| inv | 2 | 2 |
logic make-up (layout without fill, tap and decap cells):
group | after synthesis | in the layout
other cells | 2 | 73
mux | 16 | 16
flops | 17 | 17
fa+ha+maj | 1 | 1
buf+inv | 111 | 65
xor+xnor | 13 | 13
compound gates | 18 | 18
simple gates | 53 | 53
through the flow:
stage | hold slack, ns | setup WS [ns] | total power [uW]
global placement | 0.481 | 0.623 | 318
CTS | 0.504 | 0.626 | 542
detailed placement | 0.497 | 0.628 | 317
floorplan | 0.439 | 1.33 | 325
global route | 0.533 | 0.570 | 559
finish | 0.494 | 0.632 | 532
flip-flops by register name, indices dropped and copies added, names as in the netlist:
| register | flops |
|---|---|
| readmem0 | 16 |
| request_new_pc | 1 |
worst paths after layout:
| path | endpoint |
|---|---|
| worst max-delay path | curr_pc[2] |
| worst min-delay path | request_new_pc |
| worst max register to register | readmem0[0] |
| worst min register to register | request_new_pc |
routing by layer:
layer | GRT usage [%] | wire length [um] | up-vias
li1 | - | - | 653
met3 | 3.52 | 688 | 4
met4 | 0.871 | 76 | 0
met2 | 8.29 | 2180 | 119
met5 | 0 | 0 | -
met1 | 8.00 | 2490 | 634
layout make-up:
class	instances	area [um^2]
clock buffers	3	75.1
clock inverters	1	5.00
fillers	1246	9010
inverters	2	7.51
multi-input cells	174	953
flip-flops and latches	17	500
well taps	143	179
repair buffers	59	586
report_power, final:
part	internal (uW)	switching (uW)
logic	57.0	29.5
clock network	149	73.5
registers	219	4.60
Power is estimated from default activity; no workload was simulated.
