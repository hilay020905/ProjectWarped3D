File: ./config.mk
export PLATFORM = sky130hd
export DESIGN_NAME = regs
export DESIGN_NICKNAME = regs
export VERILOG_FILES = /design/flow/design.v
export SDC_FILE = /design/flow/constraint.sdc
export NUM_CORES = 4
export LEC_CHECK = 1
export CORE_AREA = 10 10 320 320
export DIE_AREA = 0 0 330 330
export SYNTH_HDL_FRONTEND = slang
File: ./constraint.sdc
current_design regs

set clk_period 1.0
set clk_io_pct 0.2

create_clock -name clk0 -period $clk_period [get_ports {clk}]

set non_clock_inputs [all_inputs -no_clocks]
set_input_delay [expr $clk_period * $clk_io_pct] -clock clk0 $non_clock_inputs
set_output_delay [expr $clk_period * $clk_io_pct] -clock clk0 [all_outputs]
File: ./design.v
module regs (
    input clk,
    input [255:0] in_data,
    input writing,
    output reg [255:0] out_data
);
    reg [31:0] data [0:7];
    integer i;
    always @(posedge clk) begin
        if (writing) begin
            for (i = 0; i < 8; i = i + 1)
                data[i] <= in_data[(32*(8-i-1)+31)-:32];
        end
        for (i = 0; i < 8; i = i + 1)
            out_data[(32*(8-i-1)+31)-:32] <= data[i];
    end
endmodule
File: ./run.sh
#!/bin/bash
# OpenROAD 26Q1-2900-gdf79404cd8, Yosys 0.63+post, stock flow scripts
make -C /OpenROAD-flow-scripts/flow DESIGN_CONFIG=/design/flow/config.mk WORK_HOME=/design/flow/orfs finish
==> results.txt <==
run results: outcome complete, but fails checks, failing checks setup timing, Sw Ratio 20.3%, crit-path max cell delay between 0.3 and 0.4 ns, EDFF count, synth 256, fmax 777 MHz, worst min path class in2reg, fa+ha+maj area frac 0%, RR Endpoint out_data[50]$_DFF_P_, number of warnings the tools reported 27, vias ~6,600, leading cell types by count after synthesis 256 x dfxtp_1, 256 x edfxtp_1, Routed Wire Length 37.5 mm, hold violation count in the final report 0, CTS clock-pin slew for the worst setup and hold paths 0.06 ns, # fillers just under 10,000, VDD IR max 1.62 mV, worst r2r src data[1][82]$_DFFE_PP_, worst-path maximum fanout 1, Dominant cell area share 60.0%, MUX share of area 0%, Die Size 109,000 µm², final cycle utilization of the critical path 129%, GP Congestion 0.833, hold_sp writing, root buf cell clkbuf_16, Final Core Density 21.7%, total track usage roughly 6.6%, Cell Type Count 2, chip height around 330 µm, Worst Max-Slew Pin Slew 0.326 ns, Commonest flop edfxtp_1, fp_density between 10% and 20%, startpoint type of the worst setup path register, vias in the first global route 7,312, Post-Synth AOI/OAI Area 0%, drt drc 0, FF/Latch Area 13,000 µm², Site Rows 113, Clock Skew approximately 0.024 ns, Comb pwr share 5.0%, Setup Crit Path Kind reg2out, Async SR Flop Fraction 0%, crit path DAT 1.09 ns, Core Region 95,200 µm², chip area line of the yosys report around 13,000 µm², MI comb cells 0, P_sw 9320 µW, Mapped Area 12,800 µm², cell type with the largest total area edfxtp_1, pin count of the biggest net entering global routing 33, Mapped Cells 512, final instance area 20,700 µm², ys flops 512, Post-Syn Area per Cell 25.0 µm², Max Cap Viol 0, simple-gate area share of the yosys netlist 0%, DP HPWL 28.6 mm, CTS buffer count 53, P_int 36,600 µW, Slew Viols, Final 0, Syn-to-layout area delta 61.4%, Initial DRC Count between 150 and 200, DR WL/cell 15.5 µm, iteration tally of the first detailed-router pass 4, layout cell share with drive strength beyond 1 40.8%, Seq share, synth 100%, setup bufs post-CTS 0, Flop pwr share 53.1%, Hold Crit Depth 3, leak pwr 0.00778 µW, setup ws final -0.286 ns, Overflow after GRT 0, global-route wire length before repair 51.6 mm, clk latency late pin 0.62 ns, CTS tree yes, Die W around 330 µm, post-detailed-route count of antenna-violating nets 0, Worst Reg-to-Reg Cells 0, DR vias/cell 2.73, crit path buf inv count 1, Largest cells by area edfxtp_1 60%, dfxtp_1 40%, Final setup viols 256, WHS Endpoint data[0][62]$_DFFE_PP_, share of power burned in the clock network 41.9%, Req. time, crit path 0.80 ns, H-tree levels 2, XOR Share, Synth 0%, worst-case headroom to the max-slew limit 78.3%, antenna violations before repair 6, setup slack, reg-to-reg around 0.25 ns, Period minus WS final roughly 1.3 ns, yosys cell count between 500 and 600, total chip power 45,900 µW, Crit. End Element output pin, CP max-delay cell dfxtp_4, clk buf depth 3, Ys Warns 0, Placed Area 19,800 µm², CP delay by family, top flip-flops, Top Ports 514, unrepaired setup endpoints after global routing true, Cell Pwr Density about 2200 nW/µm², # clock sinks 512, worst-path cell chain buf_6, logic area 0 µm², # port buffers 513
-- metal layers --
metal	track usage, %	vias up	wire [µm]
li1	-	3048	-
met1	6.91	3066	12600
met2	10.1	398	16700
met3	5.35	68	6890
met4	2.05	8	1260
met5	0	-	64
-- flip-flops by register name (all words and copies together), names as in the netlist --
signal    flops
data        256
out_data    256
-- layout make-up --
class                 instances  share of cell area, %
Sequential cell             512                   62.7
Timing Repair Buffer        536                   21.3
Tap cell                   1265                   7.65
Clock buffer                 80                   7.49
Clock inverter               20                  0.889
Antenna cell                  1                 0.0121
-- cells in the final DEF (no fill, tap or decap), types with 2 or more instances in the layout --
cell type | netlist | final
clkinv_2 | 0 | 6
dfxtp_4 | 0 | 8
clkbuf_1 | 0 | 16
inv_4 | 0 | 2
buf_12 | 0 | 12
clkbuf_8 | 0 | 10
buf_4 | 0 | 9
dfxtp_2 | 0 | 99
clkdlybuf4s50_1 | 0 | 256
dfxtp_1 | 256 | 149
inv_6 | 0 | 6
dlygate4sd3_1 | 0 | 2
clkbuf_16 | 0 | 54
edfxtp_1 | 256 | 256
buf_6 | 0 | 34
buf_2 | 0 | 222
-- cells by family after synthesis --
kind of cell	Yosys count
flops	512
-- per-stage QoR --
step	setup slack [ns]	cells	TNS [ns]	hold WS (ns)
after floorplan	0.518	512	0	0.299
after global placement	-0.162	2311	-2.46	0.323
after detailed placement	-0.161	2311	-3.16	0.327
after CTS	-0.387	2413	-76.68	0.0509
after global routing	-0.369	2413	-74.40	0.0716
final	-0.286	2414	-56.30	0.0962
-- worst max-delay path by stage --
| stage | cells past startpoint | slack [ns] | start | end |
|---|---|---|---|---|
| final | 1 | -0.29 | out_data[163]$_DFF_P_ | out_data[163] |
| after CTS | 1 | -0.39 | out_data[183]$_DFF_P_ | out_data[183] |
| after global routing | 1 | -0.37 | out_data[183]$_DFF_P_ | out_data[183] |
-- power groups by stage --
stage	sequential (µW)	combinational [µW]	clock, µW
after CTS	24400	2310	20100
after global routing	24600	2510	20800
final	24400	2290	19200
-- what timing repair did --
action | 4_1_cts | 5_1_grt
endpoints found under the setup margin | 256 | 256
hold buffers | 2 | 0
endpoints found under the hold margin | 6 | 0
resized | 978 | 50
pin swaps | 0 | 0
Power and IR drop assume default switching activity.
