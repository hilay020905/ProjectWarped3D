==> /design/flow/design.v <==
module queue (
    input clk,
    input [255:0] in_data,
    input enqueue,
    output reg [255:0] out_data,
    output reg empty,
    input dequeue,
    output reg full
);
    reg [255:0] data [0:15];
    reg [3:0] front, rear;
    initial begin
        front = 0;
        rear = 0;
        empty = 1;
        full = 0;
    end
    always @(posedge clk) begin
        if (enqueue && !full) begin
            data[rear] <= in_data;
            rear <= rear + 1;
            empty <= 0;
            if (rear + 1 == front) full <= 1;
        end
        if (dequeue && !empty) begin
            out_data <= data[front];
            front <= front + 1;
            full <= 0;
            if (front + 1 == rear) empty <= 1;
        end
    end
endmodule
==> /design/flow/run.sh <==
#!/bin/bash
# OpenROAD 26Q1-2900-gdf79404cd8, Yosys 0.63+post, stock flow scripts
make -C /OpenROAD-flow-scripts/flow DESIGN_CONFIG=/design/flow/config.mk WORK_HOME=/design/flow/orfs finish
==> /design/flow/config.mk <==
export PLATFORM = sky130hd
export DESIGN_NAME = queue
export DESIGN_NICKNAME = queue
export VERILOG_FILES = /design/flow/design.v
export SDC_FILE = /design/flow/constraint.sdc
export NUM_CORES = 4
export LEC_CHECK = 1
export CORE_UTILIZATION = 30
export SYNTH_HDL_FRONTEND = slang
==> /design/flow/constraint.sdc <==
current_design queue

set clk_period 44.9
set clk_io_pct 0.2

create_clock -name clk0 -period $clk_period [get_ports {clk}]

set non_clock_inputs [all_inputs -no_clocks]
set_input_delay [expr $clk_period * $clk_io_pct] -clock clk0 $non_clock_inputs
set_output_delay [expr $clk_period * $clk_io_pct] -clock clk0 [all_outputs]
==> Slide: Implementation Results <==
Flow Results at a Glance

Final timing
  • Hold Vio Cnt, Final: 0
  • Final Cycle Share: 30.1%
  • Fin Hold WS: roughly 520 ps
  • Finish-stage setup viols: 0
  • Minimum clock period: between 10000 and 15000 ps
  • Clk_skew: 161 ps
  • Max-slew headroom: 26.8%
  • Worst-Margin Slew: 1100 ps
  • Fin Setup TNS: 0 ps
  • RSZ-0062 raised after global routing: no
  • Slew Limit Fails: 0
  • Fmax: 74.0 MHz

GRT
  • M1 GR Usage: ~17%
  • Met3 usage: 11.3%
  • GRT overflow: 0
  • GRT Max-Usage Layer: met2
  • Pin count of the biggest net entering global routing: 103
  • Vias in the first global route: approximately 87000
  • Overall Global Routing Usage: 15.3%
  • First-pass GRT wire length: around 580 mm
  • Initial antenna violation count: approximately 97
  • Met2 Resource Use GR: 24.0%

Status
  • Status: completed

Setup path
  • Arr. time, crit path: approximately 14000 ps
  • Crit path kind: primary input to flip-flop
  • Crit Reg-Reg Startpoint: front[0]
  • Critical Path End Type: flip-flop
  • Critical Path Start Type: primary input
  • CP max FO: 32
  • WP data required: 45490 ps
  • Worst setup path start: enqueue

Power and ir drop
  • Logic pwr share: a little under 20%
  • P per Cell Area: 55.1 nW/µm²
  • Reg power frac: 46.4%
  • Final Total Pwr: 0.0106 W
  • Peak supply drop: 0.0473 mV
  • Internal: 0.00764 W
  • Leakage: a little over 60 nW
  • Sw Share: approximately 28%
  • Power share of the clock group: 33.8%
  • Switching pwr: 0.00295 W

Run
  • Max cap viols: 0
  • Log Warnings: 32

Logic synthesis
  • Yosys Chip Area: 164000 µm²
  • Dominant cell area share: 79.8%
  • Synth cell count leaders: edfxtp_1 (4360), mux2i_1 (1024), mux4_2 (512)
  • Warnings from Yosys: 0
  • Post-synth seq share: 79.9%
  • Dominant comb cell: multiplexers
  • Multiplexer share: 13.3%
  • AND-OR/OR-AND Cells, Area Fraction: 4.72%
  • Adder Share, Synth: less than 1%
  • Simple-Gate Fraction of Synth Area: less than 1%
  • Area leader, netlist: edfxtp_1
  • Cell area leaders: edfxtp_1 (80%), mux4_2 (7.0%), mux2i_1 (6.3%)
  • Xor/xnor share: 0.0534%
  • Yosys cell count: between 7000 and 8000
  • Mapped Cells: about 7700
  • Main synth FF type: edfxtp_1
  • Count of cell types in the netlist: 29
  • Count leader, synth: edfxtp_1
  • Avg Inst Size Synth: 21.4 µm²
  • Post-synth EDFFs: roughly 4400
  • Synth async-reset ratio: 0%
  • Flop and latch count out of synthesis: 4362
  • Synth Cell Area: ~160000 µm²

Floorplanning
  • Core Area: around 540000 µm²
  • Io pins: about 520
  • Die area: 550000 µm²
  • Row count: around 270
  • Die height: 741 µm
  • Die W: 741 µm
  • FP Core Util: a little under a third

Clocking
  • Clock sinks: 4362
  • CTS tree: done
  • Root Driver: clkbuf_16
  • Clock-pin slew on the worst setup and hold paths: 60 ps
  • Post-CTS setup buffers: 0
  • Latency at later pin: 1070 ps
  • CTS H-tree lvls: 5
  • Clk buf depth: 4
  • Post-CTS sizing: 0
  • CTS Buf Count: 439
  • Cts hold-fix bufs: 0

Placement
  • Input/output buffers: 516
  • Placer Congestion: 0.801
  • Area post-placement: 178000 µm²
  • DP Wirelength: 232 mm
  • Cells after DPL: between 15000 and 20000

Route
  • Wirelength per Cell: 24.7 µm
  • Vias: 79100
  • Antenna Nets Post-Route: 0
  • DRT Wirelength: around 400 mm
  • Starting DRT DRC Count: 4547
  • First-pass iteration count of the detailed router: 5
  • # DRC: 0
  • Vias per cell: between 4 and 5

Final layout
  • Area growth, synth to finish: 17.3%
  • Share of layout cells above drive strength 1: between 10% and 20%
  • Fin area: 192000 µm²
  • Fin cells: 16000

Min path
  • Worst min-delay path category: flip-flop to flip-flop
  • Hold_sp: empty
-- area by class of cell --
| type | count | area, µm² |
|---|---|---|
| fillers | 49100 | 352000 |
| flip-flops and latches | 4362 | 131000 |
| multi-input cells | 2871 | 30900 |
| clock buffers | 532 | 11400 |
| well taps | 7234 | 9050 |
| repair buffers | 742 | 7060 |
| clock inverters | 278 | 2950 |
| diodes | 21 | 52.6 |
| inverters | 6 | 37.5 |
-- worst max-delay path: stages --
cell	delay [ps]
clkdlybuf4s50_1	480
nor2b_1	780
nand2_1	510
nor2_4	520
buf_4	600
buf_4	510
buf_4	540
buf_4	540
buf_4	440
-- per-stage QoR --
step / setup WS (ps) / util, %
global placement: 30400 / 32.7
detailed placement: 30360 / 32.7
CTS: 31430 / 35.3
floorplan: 16970 / -
global route: 31200 / 35.3
finish: 31380 / 35.3
-- metal layers --
layer / vias up / share of wire (%)
met3: 684 / 15
li1: 34000 / -
met4: 76 / 2.4
met5: - / 0.13
met2: 4846 / 49
met1: 39500 / 34
-- power by group through the flow --
stage	Clock, W	Combinational, W	Sequential, W
final	0.00358	0.00210	0.00492
after global routing	0.00381	0.00230	0.00494
after CTS	0.00365	0.00216	0.00493
-- sequential cells by signal, indices dropped and copies added (netlist names) --
name      count
rear          4
data       4096
front         4
empty         1
full          1
out_data    256
-- path summary, 6_finish.rpt --
path | cells past startpoint | slack [ps] | to
max | 9 | 31380 | data[5][94]
min | 1 | 520 | empty
max reg2reg | 11 | 37490 | out_data[103]
min reg2reg | 1 | 520 | empty
-- cells by family after synthesis --
family	Yosys count
buf+inv	437
mux	1537
xor+xnor	10
compound gates	1029
flops	4362
fa+ha+maj	5
simple gates	290
-- layout by cell type, fill, tap and decap left out, types with 8 or more instances in the layout --
cell             instances
clkdlybuf4s50_1        516
clkinv_4                 8
clkinv_1               102
nor2_4                  12
a22oi_1                256
clkbuf_16              440
clkinv_16               24
a221oi_1               510
clkinv_2                79
clkinvlp_4              13
o21ai_1                 32
o21ai_0                227
mux2i_1               1024
inv_6                    9
buf_12                  16
edfxtp_1              4360
diode_2                 21
mux4_2                 512
buf_4                  210
nand2_1                262
clkbuf_1                92
bufinv_16               37
Power is estimated from default activity; no workload was simulated.
